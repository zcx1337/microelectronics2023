### /design/flow/run.sh
#!/bin/bash
# OpenROAD 26Q1-2900-gdf79404cd8, Yosys 0.63+post, stock flow scripts
make -C /OpenROAD-flow-scripts/flow DESIGN_CONFIG=/design/flow/config.mk WORK_HOME=/design/flow/orfs finish
### /design/flow/config.mk
export PLATFORM = sky130hd
export DESIGN_NAME = odd_mult
export DESIGN_NICKNAME = odd_mult
export VERILOG_FILES = /design/flow/design.v
export SDC_FILE = /design/flow/constraint.sdc
export NUM_CORES = 4
export LEC_CHECK = 1
export CORE_UTILIZATION = 50
### /design/flow/constraint.sdc
current_design odd_mult

set clk_period 62.5
set clk_io_pct 0.2

create_clock -name clk0 -period $clk_period

set non_clock_inputs [all_inputs -no_clocks]
set_input_delay [expr $clk_period * $clk_io_pct] -clock clk0 $non_clock_inputs
set_output_delay [expr $clk_period * $clk_io_pct] -clock clk0 [all_outputs]
### /design/flow/design.v
module odd_mult(
    input [159:0] arr,
    output reg [31:0] result
);
reg [31:0] a[0:4];
reg [31:0] res;
integer i, j, k;
always @(*) begin
    for (i = 0; i < 5; i = i + 1) begin
        for (j = 0; j < 32; j = j + 1) begin
          k = i * 32 + j;
          a[i][j] = arr[k];
        end
    end
    res = 1;
    for (i=0; i<5; i=i+1) begin
      if (a[i] % 2 == 1) begin
        res = res * a[i];
      end
    end
   result = res;
end
endmodule
==> notes.md <==
Results of the implementation run.

The run finished with clean final reports. In this run the cell area of the synthesized design comes to approximately 0.063 mm². Note, the detailed placer reported a final HPWL of approximately 150000 µm. The family of cells with the greatest summed delay on the critical path is adder cells.

The number of antenna violations at the first check in global routing came out at 8. The standard cell area after detailed placement came out at around 0.067 mm². The number of remaining DRC errors came out at 0.

The total number of vias came out at approximately 47000. The register area is 0 µm². The worst setup path is captured at an output pin. The post-layout total power is approximately 310 mW.

Detailed-route iteration 0 reported a violation count of around 2000. The fraction of final layout cells with drive strength greater than 1 is under 10%. The floorplan step defined a die boundary enclosing between 0.1 and 0.15 mm². At the end of routability-driven placement, the weighted congestion stood at between 0.9 and 1. The global route total overflow is 0. Per the placement log, port buffering inserted around 190 buffers.

The total of fill cells in the finished design came out at 11800. The synthesized instance count is about 7400. Ranked by total cell area, the synthesized netlist is headed by fa_1 (51%), inv_1 (11%), ha_1 (9.7%). The clock period minus final worst setup slack is 53.35 ns.

The minimum setup slack in the final design is approximately 9 ns. Each instance of the synthesized netlist takes up on average 8.59 µm². Per the synthesis report, the single largest cell type by area occupies about half of cell area. The count of hold-fix buffers inserted at cts is 0.

The critical path's slowest stage uses the library cell buf_4. The leakage component of the power was reported as between 30 and 40 nW. The number of placed I/O pins is 192. The worst setup path is launched from an input pin. The biggest area consumer among synthesized cells is fa_1. Internal power comes to about 130 mW. The tally of clock buffers in the finished layout is 0. The worst slew margin relative to its limit is 34.5%. Entering global routing, the biggest net connects about 87 pins. The sequential fraction of the synthesis area is 0%. The vias per cell is ~5.2. The wire length recorded after detailed routing is approximately 180000 µm. The total iterations of the first detailed-routing run is 7. The final worst-path cycle share is 85.4%. The height of the chip came out at approximately 360 µm. The fraction of the core area occupied by cells at floorplan came out at 50.5%. The final report lists the setup-violating endpoint count as 0. The reported net switching power is 176 mW.

The power per unit of standard cell area is around 4600 mW/mm². The instance count along the most critical hold path is 4. The script reports the combined buffer and inverter count of the critical path as 21. For this run, the slowest stage of the critical path takes approximately 0.7 ns. The number of standard-cell rows in the floorplan came out at 130. The total count of hold-check failures in the final report is 0.

The data required time of the worst path came out at ~50 ns. The post-placement setup slack is 9.18 ns. The max-slew violation total from the final report is 0. Setup repair after global routing left no endpoint under its margin. The worst hold slack came out at 26.00 ns. The global-route wire length before repair came out at 296000 µm.

The number of nets still failing antenna checks after routing is 0. The flow reports an fmax of about 19 MHz. The setup fix buffers added after clock tree synthesis came out at 0.

The critical path in this run is classified as in -> out. The aggregate global-route resource usage is roughly a third. The width of the die is between 300 and 400 µm.

Checking hold timing, the worst path is listed with class in -> out. Warnings reported by Yosys during synthesis add up to 2. The largest driver fanout on the critical path is 86. The chip area line of the yosys report came out at around 0.063 mm².

The worst-case vdd ir drop is 0.00931 V. The utilization after layout is a little over half. For the completed layout, the total cell area is recorded as 0.0672 mm². The post-CTS resize count is 0. Across the run, the number of max-cap violations was 0.

The total placed cells including tap cells is approximately 9000. The timing report shows the most common cell along the critical path to be fa_1. The core box area came out at around 0.13 mm². The transition at the pin with the smallest max-transition slack is approximately 0.96 ns. For this sky-water flow run, the detailed-routed wirelength per cell is reported as ~21 µm.

Yosys mapped the design onto about 74 distinct sky130hd cell types. The instance count on the critical path came out at roughly 98. The flip-flop and latch count is 0. The warning total across the stage logs is 32. The endpoint arrival time on the critical path is around 40 ns. From synthesis to final layout, the design area changed by 5.90%.

Once layout is complete, the cells apart from fillers number 9007. The switching share of power is about 57%. The total negative slack for setup checks is 0 ns.

Yosys stat counts between 7000 and 8000 cells in the synthesized netlist. The via count of the first global-routing pass came out at about 52000.
[final cells by class]
class              count  area [µm²]  area share [%]
diodes                 2        5.00         0.00745
inverters           1909        7170            10.7
multi-input cells   5105       55000            81.8
well taps           1650        2060            3.07
repair buffers       341        3020            4.49
[final timing paths]
kind	startpoint	to	slack [ns]
setup / recovery	arr[0]	result[31]	9.15
hold / removal	arr[128]	result[31]	26.00
[power groups by stage]
stage / combinational [mW] / clock (mW) / sequential, mW
after global routing: 330 / 0 / 0
after CTS: 312 / 0 / 0
[cells by family (layout without fill, tap and decap cells)]
family	Yosys count	count (layout)	share of synthesized area, %
simple gates	2298	2298	16.4
other cells	1	3	0.00591
compound gates	314	314	3.18
buf+inv	2287	2250	13.6
xor+xnor	309	309	4.58
mux	59	59	1.05
fa+ha+maj	2124	2124	61.2
[cell usage after synthesis, drive strengths merged (10+ instances only)]
cell type  number
nand2        1446
a211oi         11
fa           1632
nor2b          18
mux2           50
nor2          119
nor3           23
o21a           22
and2          457
o21ai          49
and3          148
xor2           73
o21bai         17
xnor2         222
buf            27
inv          1908
ha            492
clkbuf        351
o31ai          10
xnor3          13
or3            10
nand2b         14
a21oi         107
nand3          28
a21o           30
[cell usage in the layout, fill, tap and decap left out, types with 18 or more instances in the layout]
master and instances:
nand2_1 1445, fa_1 1632, o21ai_0 33, and3_1 148, xor2_1 72, o21a_1 22
xnor2_1 222, buf_4 151, nor3_1 23, ha_1 492, and2_1 454, inv_1 1907
nor2b_1 18, a21oi_1 102, mux2_2 47, nor2_1 119, a21o_1 30, nand3_1 28
clkdlybuf4s50_1 186
[metal layers]
| layer | track usage [%] | wire (µm) |
|---|---|---|
| met1 | 45.8 | 71100 |
| met2 | 51.9 | 89700 |
| met3 | 12.4 | 18600 |
| met4 | 7.15 | 5220 |
| met5 | 0.296 | 61 |
Power and IR drop assume default switching activity.
