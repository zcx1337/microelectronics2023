File: flow/design.v
module BCDCounter (cnten, clear, clk, load, dat_in, carry_in, count, zero);
 parameter prop_delay = 10;
  input cnten, clear, clk, load;
  input [3:0] dat_in;
  input [3:0] carry_in;
  output zero;
  output [3:0] count;
  reg zero;
  reg [3:0] count;
  reg [3:0] int_count;
  always @ (posedge clk)
  begin
  if (clk == 1)
  begin
  zero = 1;
  if (clear == 1) int_count = 4'b0000 ;
  else if (load == 1) int_count = dat_in ;
  else if (cnten == 0)
  begin
  if ((int_count == 4'b0000) && (carry_in != 4'b0000)) int_count = 4'b1001 ;
  else int_count = int_count - 1'b1 ;
  end
  else int_count = int_count ;
  end
  zero = (int_count[3] | int_count[2]) | (int_count[1] | int_count[0]);
  #prop_delay count = int_count ;
  end
 endmodule
`resetall
`timescale 1ns/10ps
module Control( 
   clk, 
   d, 
   reset, 
   start, 
   stop, 
   zero, 
   beep, 
   clear, 
   hold, 
   load
);
input        clk;
input  [9:0] d;
input        reset;
input        start;
input        stop;
input        zero;
output       beep;
output       clear;
output       hold;
output       load;
wire clk;
wire [9:0] d;
wire reset;
wire start;
wire stop;
wire zero;
reg beep;
reg clear;
reg hold;
reg load;
reg beep_int;
parameter ZEROS = 10'b0;
parameter 
          flush     = 4'd0,
          load_u    = 4'd1,
          load_t    = 4'd2,
          getkey    = 4'd3,
          alarm     = 4'd4,
          standby   = 4'd5,
          suspend   = 4'd6,
          counting  = 4'd7,
          end_count = 4'd8;
reg [3:0] current_state, next_state;
always @(
   current_state or 
   d or 
   start or 
   stop or 
   zero
)
begin : next_state_block_proc
   case (current_state) 
      flush: begin
         if (d!=ZEROS)
            next_state = load_u;
         else
            next_state = flush;
      end
      load_u: begin
         next_state = load_t;
      end
      load_t: begin
         if (d!=ZEROS)
            next_state = getkey;
         else
            next_state = load_t;
      end
      getkey: begin
         if (start)
            next_state = standby;
         else if (d!=ZEROS)
            next_state = load_u;
         else if (stop)
            next_state = flush;
         else
            next_state = getkey;
      end
      alarm: begin
         if (stop)
            next_state = end_count;
         else
            next_state = alarm;
      end
      standby: begin
         if (zero)
            next_state = alarm;
         else if (start)
            next_state = counting;
         else
            next_state = standby;
      end
      suspend: begin
         if (stop)
            next_state = counting;
         else
            next_state = suspend;
      end
      counting: begin
         if (zero)
            next_state = alarm;
         else if (stop)
            next_state = suspend;
         else
            next_state = counting;
      end
      end_count: begin
         if (stop)
            next_state = flush;
         else
            next_state = end_count;
      end
      default: 
         next_state = flush;
   endcase
end  
always @(
   current_state
)
begin : output_block_proc
   case (current_state) 
      flush: begin
         hold = 1;
         clear = 1;
         load = 0;
      end
      load_u: begin
         hold = 1;
         clear = 0;
         load = 1;
      end
      load_t: begin
         hold = 1;
         clear = 0;
         load = 0;
      end
      getkey: begin
         hold = 1;
         clear = 0;
         load = 0;
      end
      alarm: begin
         hold = 1;
         clear = 1;
         load = 0;
      end
      standby: begin
         hold = 1;
         clear = 0;
         load = 0;
      end
      suspend: begin
         hold = 1;
         clear = 0;
         load = 0;
      end
      counting: begin
         hold = 0;
         clear = 0;
         load = 0;
      end
      end_count: begin
         hold = 1;
         clear = 1;
         load = 0;
      end
      default: begin
      end
   endcase
end  
always @(
   negedge clk or 
   posedge reset
) 
begin : clocked_block_proc
   if (reset) begin
      current_state <= flush;
      beep <= 0;
   end
   else 
   begin
      current_state <= next_state;
      beep <= beep_int;
   end
end  
endmodule  
`resetall
`timescale 1ns/10ps
module Counter( 
   clear, 
   clk, 
   dat_in, 
   hold, 
   load, 
   high, 
   low, 
   zero
);
input        clear;
input        clk;
input  [3:0] dat_in;
input        hold;
input        load;
output [3:0] high;
output [3:0] low;
output       zero;
wire        clear;
wire        clk;
wire [3:0]  dat_in;
wire        hold;
wire        load;
wire [3:0]  high;
wire [3:0]  low;
wire        zero;
parameter gnd = 4'b0000;
wire [3:0] carry_in;
wire       zero1;
wire       zero2;
BCDCounter #(5) I0( 
   .cnten    (hold), 
   .clear    (clear), 
   .clk      (clk), 
   .load     (load), 
   .dat_in   (dat_in), 
   .carry_in (high), 
   .count    (low), 
   .zero     (zero1)
); 
BCDCounter #(5) I1( 
   .cnten    (zero1), 
   .clear    (clear), 
   .clk      (clk), 
   .load     (load), 
   .dat_in   (dat_in), 
   .carry_in (carry_in), 
   .count    (high), 
   .zero     (zero2)
); 
assign carry_in = 4'b0000;
assign zero = ~(zero1 | zero2);
endmodule  
`resetall
`timescale 1ns/10ps
module TIMER( 
   clk, 
   d, 
   reset, 
   start, 
   stop, 
   alarm, 
   high, 
   low
);
input        clk;
input  [9:0] d;
input        reset;
input        start;
input        stop;
output       alarm;
output [3:0] high;
output [3:0] low;
wire        clk;
wire [9:0]  d;
wire        reset;
wire        start;
wire        stop;
wire        alarm;
wire [3:0]  high;
wire [3:0]  low;
reg[3:0] d_out;
wire       beep;
wire       clear;
wire [3:0] dat_in;
wire       hold;
wire       load;
wire       zero;
Control I0( 
   .clk   (clk), 
   .d     (d), 
   .reset (reset), 
   .start (start), 
   .stop  (stop), 
   .zero  (zero), 
   .beep  (beep), 
   .clear (clear), 
   .hold  (hold), 
   .load  (load)
); 
Counter I1( 
   .clear  (clear), 
   .clk    (clk), 
   .dat_in (dat_in), 
   .hold   (hold), 
   .load   (load), 
   .high   (high), 
   .low    (low), 
   .zero   (zero)
); 
always @ (d) begin : dtob_truth_table_block_proc
   if ((d [0] == 1))
      d_out = 4'b0000;
   else if ((d [1] == 1))
      d_out = 4'b0001;
   else if ((d [2] == 1))
      d_out = 4'b0001;
   else if ((d [3] == 1))
      d_out = 4'b0011;
   else if ((d [4] == 1))
      d_out = 4'b0100;
   else if ((d [ 5] == 1))
      d_out = 4'b0101;
   else if ((d [6] == 1))
      d_out = 4'b0110;
   else if ((d [7] == 1))
      d_out = 4'b0111;
   else if ((d [8] == 1))
      d_out = 4'b1000;
   else if ((d [9] == 1))
      d_out = 4'b1001;
   else
      d_out = 4'b0000;
end
 assign dat_in = d_out;
assign alarm = hold | beep;                                       
endmodule  
File: flow/run.sh
#!/bin/bash
# OpenROAD 26Q1-2900-gdf79404cd8, Yosys 0.63+post, stock flow scripts
make -C /OpenROAD-flow-scripts/flow DESIGN_CONFIG=/design/flow/config.mk WORK_HOME=/design/flow/orfs finish
File: flow/config.mk
export PLATFORM = sky130hd
export DESIGN_NAME = TIMER
export DESIGN_NICKNAME = TIMER
export VERILOG_FILES = /design/flow/design.v
export SDC_FILE = /design/flow/constraint.sdc
export NUM_CORES = 4
export LEC_CHECK = 1
export CORE_AREA = 10 10 109 109
export DIE_AREA = 0 0 119 119
File: flow/constraint.sdc
current_design TIMER

set clk_period 3.5
set clk_io_pct 0.2

create_clock -name clk0 -period $clk_period [get_ports {clk}]

set non_clock_inputs [all_inputs -no_clocks]
set_input_delay [expr $clk_period * $clk_io_pct] -clock clk0 $non_clock_inputs
set_output_delay [expr $clk_period * $clk_io_pct] -clock clk0 [all_outputs]
==> out/summary.txt <==
Outcome -> complete, no violations
Register pins left without a clock -> 3
Total wire length -> 3043 um
Final GP Congestion -> 0.7693
GRT overflow -> 0
Initial antenna violation count -> 0
Tightest Hold Check Type -> reg2reg
Die Y-Extent -> 119 um
RSZ-0062 raised after global routing -> true
Post-placement setup slack -> -0.4819 ns
Worst-Margin Slew -> 0.4165 ns
Total track usage -> 0.04417
First-pass GRT wire length -> 5250 um
H-tree depth -> 1
DR iter-0 viols -> 54
Clock-pin slew on the worst setup and hold paths -> 0.07 ns
Endpoints left unconstrained -> 4
Number of remaining DRC errors -> 0
Worst EP required -> 3.70 ns
Area grow syn2layout -> 64.05%
Peak VDD IR -> 0.0001917 V
CP max stage cell -> nor4_4
Mean Syn Cell Area -> 8.982 um^2
Num rows -> 36
Clock buffer depth -> 2
Vias -> 983
Core area -> 9639 um^2
Top-area cell type share of the netlist area -> 0.1990
Hold Path Depth -> 1
Ys flops -> 22
Drt wl/cell -> 10.35 um
Buf/Inv on CP -> 15
Die Wd -> 119 um
Cells in synth_stat.txt -> 112
Setup ws final -> 0.07149 ns
Biggest area cells -> dfrtn_1 (20%), dfxtp_1 (20%), nor2_1 (6.0%), inv_1 (4.5%), dlxtn_1 (4.5%)
Slew HR -> 0.7184
Worst R2R Start -> I1.I0.zero$_DFF_P_
Worst hold start -> I0.current_state[5]$_DFF_NP0_
Port bufs -> 22
Startpoint type of the worst setup path -> input pin
Crit end category -> flop
Largest net degree at the start of global routing -> 12
Netlist cell types -> 36
Top delay family on crit path -> buffers and inverters
Top cells by count -> nor2_1 (16), inv_1 (12), dfxtp_1 (10)
Die ar. -> 14160 um^2
Finish-stage setup viols -> 0
Max frequency -> 0.2917 GHz
Synthesized area -> 1006 um^2
Cts bufs inserted -> 3
Top_reg_cell synth -> dfxtp_1
Post-synth ARST share -> 0.4091
Yosys top cell by area -> dfrtn_1
Log Warnings -> 27
CTS tree -> done
Max stage delay on crit path -> 0.32 ns
Final clock skew -> 0.04500 ns
Clock root cell -> clkbuf_8
Crit path cell chain -> dlygate4sd2_1 -> nor4_4 -> nand3_2 -> buf_4 -> buf_4 -> buf_4 -> buf_4 -> buf_4 -> buf_4 -> buf_4 -> buf_4 -> buf_4 -> buf_4 -> buf_4 -> buf_4 -> buf_4 -> buf_4 -> o21a_1 -> a211oi_2 -> or4_1
PwrDens -> 690.7 nW/um^2
Init Core Util -> 0.1044
Top-Level Pins -> 23
Worst hold margin -> 0.4563 ns
Leak Pwr -> 0.6430 nW
DPL Wire Length -> 2203 um
1st-pass router iterations -> 4
Area reported by Yosys stat -> 1006 um^2
Final Cycle Share -> 0.9796
Ys Warns -> 4
Final Hold Fails -> 0
Layout cells sized above 1 -> 0.2547
Number of enable flip-flop cells -> 0
Worst Hold End -> I0.current_state[3]$_DFF_NP0_
Post-route minimum period -> 3.429 ns
Vias/cell -> 3.344
Slew Viols, Final -> 0
Worst reg2reg setup slack -> 0.93 ns
Area post-placement -> 1470 um^2
Max_cap viols -> 0
Vias in the first global route -> 1059
Critical Path AT -> 3.63 ns
Post-route ant nets -> 0
Cells after Synth -> 112
Worst-case reg-to-reg path depth -> 2
Clk latency late pin -> 0.31 ns
FF-to-FF End -> I0.current_state[8]$_DFF_NP0_
Critical Path Fanout Max -> 2
Diode count -> 0
Most frequent CP cell -> buf_4
Most common cell in the synthesized netlist -> nor2_1
Critical Setup Path Class -> in2reg
Fin area -> 1650 um^2
==> cell usage in the layout, fill, tap and decap left out, types with 2 or more instances in the layout <==
master and n:
ha_1 2, xnor2_1 4, xor2_1 2, clkdlybuf4s50_1 18
dfxtp_1 10, dfrtn_1 8, o21a_1 3, clkbuf_8 3
o21ai_0 4, or4_1 2, inv_1 12, o22ai_1 2
buf_4 25, nor4_1 2, nor3_2 2, nand2_1 5
dlygate4sd2_1 3, nor2_1 15, dlxtn_1 3, nor3_1 3
a21oi_1 6, nand2b_1 3
==> metal layers <==
metal  track usage  vias up  wire length [um]
met1       0.06276      460              1478
met2       0.06259       30              1292
li1              -      489                 -
met3       0.01727        4               228
met5             0        -                 0
met4      0.007634        0                43
==> worst max path at each step <==
stage                 from                            end  cells past startpoint  slack (ns)
final                 d[2]             I1.I0.zero$_DFF_P_                     20        0.07
after global routing  d[2]             I1.I0.zero$_DFF_P_                     20      -0.005
after CTS             d[0]  I0.current_state[7]$_DFF_NP0_                      6        0.03
==> logic make-up after synthesis <==
logic type	share of synthesized area
and+or+nand+nor	0.2251
AOI/OAI and AO/OA	0.1629
DFF	0.4241
buffers and inverters	0.05472
xor gates and xnor gates	0.05224
latches	0.04477
adders and majority gates	0.02487
muxes	0.01119
==> sequential cells by signal, summed over array words and instances (netlist names), named ones only <==
name	cells
I0.clear	1
I0.hold	1
I1.I1.zero	1
I1.I0.count	4
I0.current_state	8
I1.I0.zero	1
I0.load	1
I1.I1.int_count	4
==> worst register-to-register path: cells and delay by family (launching register included) <==
kind,cells,cell delay [ns]
flops,1,0.40
simple gates,1,0.18
compound gates,1,0.10
==> final cells by class <==
class,instances,area [um^2]
clock buffers,3,41.29
multi-input cells,76,516.7
flip-flops and latches,22,471.7
clock inverters,2,8.758
repair buffers,47,404.1
well taps,133,166.4
inverters,11,41.29
fillers,1077,7989
==> metrics by stage <==
stage	utilization	instances	total power [mW]	setup TNS (ns)
2_1_floorplan	-	112	0.7806	0
3_3_place_gp	0.1525	276	0.9760	-1.751
3_5_place_dp	0.1525	276	0.9767	-1.617
4_1_cts	0.1676	293	1.138	0
5_1_grt	0.1712	294	1.256	-0.005465
6_report	0.1712	294	1.140	0
==> repair_timing <==
action / CTS / global route
resized: 6 / 6
setup endpoints to repair: 4 / 7
buffers inserted: 13 / 1
pin swaps: 3 / 7
hold buffers: 0 / 0
==> where the power goes <==
part           leakage [nW]  switching, mW  internal, mW
sequential            0.226          0.132         0.373
combinational         0.390          0.216         0.267
clock                0.0270         0.0718        0.0799
total                 0.643          0.419         0.721
Power is estimated from default activity; no workload was simulated.
